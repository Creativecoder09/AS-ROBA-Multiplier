**flow/design.v**
```verilog
`timescale 1ns / 1ps
module top(
            input clk,input [15:0]x,y,
            output [31:0] Q_p
            );
 wire  [15:0]Q_x,Q_y;
 wire [31:0] p;
  RisingEdge_DFlipFlop_16 d_ff_x(x,clk,Q_x); 
  RisingEdge_DFlipFlop_16 d_ff_y(y,clk,Q_y);
  RisingEdge_DFlipFlop_32 d_ff_p(p,clk,Q_p);
 ROBA S_roba( Q_x,Q_y,p);
endmodule
module RisingEdge_DFlipFlop_16(D,clk,Q);
input [15:0]D;  
input clk;  
output reg [15:0]Q;  
initial Q = 0;
always @(posedge clk) 
begin
 Q <= D; 
end 
endmodule 
module RisingEdge_DFlipFlop_32(D,clk,Q);
input [31:0]D;  
input clk;  
output reg [31:0]Q;  
initial Q = 0;
always @(posedge clk) 
begin
 Q <= D; 
end 
endmodule
module ROBA(
    input [15:0] x,
    input [15:0] y,
    output [31:0] p
    );
wire [15:0] x_abs;
wire [15:0] y_abs;
wire x_sign;
wire y_sign;
assign x_sign = x[15];
assign y_sign = y[15];
sec_complement_w16 abs_X
        (
         .data_in(x),
         .sign(x[15]),
         .data_out(x_abs)
         );
sec_complement_w16 abs_Y
        (
         .data_in(y),
         .sign(y[15]),
         .data_out(y_abs)
         ); 
wire [15:0] x_round;
rounding_mod RoundX(x_abs,x_round);
wire [15:0] y_round;
rounding_mod RoundY(y_abs,y_round);
wire [3:0] x_enc;
PriorityEncoder_16 EncX(x_round,x_enc);
wire [3:0] y_enc;
PriorityEncoder_16 EncY(y_round,y_enc);
wire [31:0] xr_Y;
Barrel32L XRtimesY( y_abs, x_enc, xr_Y);
wire [31:0] yr_X;
Barrel32L YRtimesX( x_abs, y_enc, yr_X);
wire [31:0] yr_yx;
Barrel32L YRtimesXR( x_round, y_enc, yr_yx);
wire [31:0] P;
wire carry_out;
cpu_wb_cla_adder CLA(xr_Y, yr_X, 1'b0, P, carry_out);
wire [31:0] prod_abs;
wire [31:0] Z;
assign Z = yr_yx;
wire [31:0] tmp;
wire [31:0] tmp1;
wire [31:0] tmp2;
assign tmp = (P ^ Z);
assign tmp1 = (Z << 1);
assign tmp2 = (P & Z) << 1;
assign prod_abs = tmp & ((tmp1 ^ tmp) | tmp2);
wire prod_sign;
assign prod_sign = x_sign ^ y_sign;
assign p =  (prod_sign ==1) ?  (~prod_abs) : prod_abs ;
endmodule
module rounding_mod(
    input [15:0] data_in,
    output [15:0] data_out
);
    wire [15:0] tmp;
    genvar i;
    generate
    for (i=3; i<14; i=i+1) 
      begin
        assign tmp[i] = &(~data_in[15:i+1]);
        assign data_out[i] = ((~(data_in[i]) & data_in[i-1] & data_in[i-2]) | (data_in[i] & ~data_in[i-1])) & tmp[i];
      end
    endgenerate
    assign data_out[15] = (~data_in[15] & data_in[14] & data_in[13]) | (data_in[15] & ~data_in[14]);
    assign data_out[14] = ((~data_in[14] & data_in[13] & data_in[12]) | (data_in[14] & ~data_in[13])) & ~data_in[15];
    assign data_out[2] = data_in[2] & ~data_in[1] & (&(~data_in[15:3]));
    assign data_out[1] = data_in[1] & (&(~data_in[15:2]));
    assign data_out[0] = data_in[0] & (&(~data_in[15:1]));
endmodule
module PriorityEncoder_16(
    input [15:0] data_i,
    output reg [3:0] code_o
    );
	always @*
		case (data_i)
	 16'b0000000000000001 : code_o = 4'b0000;
         16'b0000000000000010 : code_o = 4'b0001;
         16'b0000000000000100 : code_o = 4'b0010;
         16'b0000000000001000 : code_o = 4'b0011;
         16'b0000000000010000 : code_o = 4'b0100;
         16'b0000000000100000 : code_o = 4'b0101;
         16'b0000000001000000 : code_o = 4'b0110;
         16'b0000000010000000 : code_o = 4'b0111;
         16'b0000000100000000 : code_o = 4'b1000;
         16'b0000001000000000 : code_o = 4'b1001;
         16'b0000010000000000 : code_o = 4'b1010;
         16'b0000100000000000 : code_o = 4'b1011;
         16'b0001000000000000 : code_o = 4'b1100;
         16'b0010000000000000 : code_o = 4'b1101;
         16'b0100000000000000 : code_o = 4'b1110;
         16'b1000000000000000 : code_o = 4'b1111;
	 default     : code_o = 4'b0000;
	        endcase
endmodule
module Barrel32L(
    input [15:0] data_i,
    input [3:0] shift_i,
    output reg [31:0] data_o
    );
   always @*
      case (shift_i)
         4'b0000: data_o = data_i;
         4'b0001: data_o = data_i << 1;
         4'b0010: data_o = data_i << 2;
         4'b0011: data_o = data_i << 3;
         4'b0100: data_o = data_i << 4;
         4'b0101: data_o = data_i << 5;
         4'b0110: data_o = data_i << 6;
         4'b0111: data_o = data_i << 7;
         4'b1000: data_o = data_i << 8;
         4'b1001: data_o = data_i << 9;
         4'b1010: data_o = data_i << 10;
         4'b1011: data_o = data_i << 11;
         4'b1100: data_o = data_i << 12;
         4'b1101: data_o = data_i << 13;
         4'b1110: data_o = data_i << 14;
         default: data_o = data_i << 15;
      endcase
endmodule
module sec_complement_w16 (          
    input [15:0] data_in,
    input sign,
    output [15:0] data_out
);
    wire [15:0] inverted_data;
    wire [15:0] sum;
    wire carry_out;
    assign inverted_data = sign ? ~data_in : data_in;
    assign {carry_out, sum} = inverted_data + sign;
    assign data_out = sum;
endmodule
module cpu_wb_cla_adder (in1, in2, carry_in, sum, carry_out);  
parameter DATA_WID = 32;
input [DATA_WID - 1:0] in1;
input [DATA_WID - 1:0] in2;
input carry_in;
output [DATA_WID - 1:0] sum;
output carry_out;
wire [DATA_WID - 1:0] gen;
wire [DATA_WID - 1:0] pro;
wire [DATA_WID:0] carry_tmp;
genvar j, i;
generate
 assign carry_tmp[0] = carry_in;
 for(j = 0; j < DATA_WID; j = j + 1) begin: carry_generator
 assign gen[j] = in1[j] & in2[j];
 assign pro[j] = in1[j] | in2[j];
 assign carry_tmp[j+1] = gen[j] | pro[j] & carry_tmp[j];
 end
 assign carry_out = carry_tmp[DATA_WID];
 for(i = 0; i < DATA_WID; i = i+1) begin: sum_without_carry
 assign sum[i] = in1[i] ^ in2[i] ^ carry_tmp[i];
 end 
endgenerate 
endmodule
```
**flow/run.sh**
```bash
#!/bin/bash
# OpenROAD 26Q1-2900-gdf79404cd8, Yosys 0.63+post, stock flow scripts
make -C /OpenROAD-flow-scripts/flow DESIGN_CONFIG=/design/flow/config.mk WORK_HOME=/design/flow/orfs finish
```
**flow/config.mk**
```make
export PLATFORM = sky130hd
export DESIGN_NAME = top
export DESIGN_NICKNAME = top
export VERILOG_FILES = /design/flow/design.v
export SDC_FILE = /design/flow/constraint.sdc
export NUM_CORES = 4
export LEC_CHECK = 1
export CORE_UTILIZATION = 50
```
**flow/constraint.sdc**
```tcl
current_design top

set clk_period 18.1
set clk_io_pct 0.2

create_clock -name clk0 -period $clk_period [get_ports {clk}]

set non_clock_inputs [all_inputs -no_clocks]
set_input_delay [expr $clk_period * $clk_io_pct] -clock clk0 $non_clock_inputs
set_output_delay [expr $clk_period * $clk_io_pct] -clock clk0 [all_outputs]
```
==> datasheet_impl.txt <==
Physical implementation characteristics

Parameter                              Value

Power
  Static leakage    4.417 nW
  Worst VDD drop    0.05422 mV
  Pwr dens    69.07 nW/µm²

Final timing
  Transition at the pin with the smallest max-transition slack    895.0 ps
  Period Utilization, post-route    0.8982
  RSZ-0062 raised after global routing    no
  Final hold violations    0
  Max Freq    61.51 MHz
  Max-slew headroom at the worst pin    0.4011
  Setup TNS    0 ps
  Worst hold slack across all endpoints    1171 ps
  Count of final setup violators    0
  Final number of max-transition violations    0
  Min Tclk post-route    16260 ps
  Max Clock Skew    8.247 ps

Drt
  Total detailed-routing wirelength    50.80 mm
  Number of vias per cell after detailed routing    7.936
  Routed length per instance    28.19 µm
  Post-detailed-route DRC marker count    0
  DR vias    14300
  Number of detailed-route iterations in the first pass    14
  DRC violation total after the first TritonRoute iteration    2955
  Number of nets still failing antenna checks after routing    0

Worst setup path
  Cell type of the slowest stage on the worst timing path    sky130_fd_sc_hd__xor2_2
  CP max stage delay    670 ps
  Launching instance or port of the critical path    d_ff_y.Q[15]
  Cell mode on critical path    sky130_fd_sc_hd__fa_1
  Launch instance of the worst register-to-register path    d_ff_y.Q[15]
  Crit path capture type    flop
  Slack of the worst reg-to-reg path    1840 ps
  Kind of cell with the highest combined delay on the critical path    adder cells
  Worst reg2reg path endpoint    d_ff_p.Q[31]
  Worst path depth    53
  Category of the critical setup timing path    reg2reg
  Crit path capture    d_ff_p.Q[31]
  Crit path DRT    18320 ps
  Worst r2r path cells    53
  Critical Path Start Type    flop
  Maximum fanout count along the critical path    42
  Buf/Inv on CP    8
  Arrival time of the worst setup path    16470 ps

Global route
  Grt ovf    0
  Global-route wire length before repair    77.87 mm
  Total Routing Usage GR    0.4263
  Vias in the first global route    12910
  Initial antenna violation count    3
  Pin count of the biggest net entering global routing    61

Floorplan
  Ports placed on the boundary    65
  Cell Rows    55
  Fraction of the core area occupied by cells at floorplan    0.5140
  Die Wd    155.0 µm
  Core ar.    22780 µm²
  DIE HEIGHT    155.0 µm
  Die outline area    24030 µm²

Placed design
  Dpl hpwl    32.07 mm
  Area after detailed placement    12620 µm²
  GP Congestion    1.034
  # placed instances    1785
  Buffers on Ports    64

Synth
  Number of synthesized flops with an enable pin    0
  Predominant post-synthesis flop cell    sky130_fd_sc_hd__dfxtp_1
  Synth Area per Inst    7.739 µm²
  Cell Area, Synth    11710 µm²
  Cell with the most instances after synthesis    sky130_fd_sc_hd__nand2_1
  Number of cells in Yosys stat    1513
  Flip-flop and latch count after synthesis    64
  Fraction of registers with async set or reset after synthesis    0
  Number of standard cells after synthesis    1513
  Number of warning messages in the yosys log    4
  Cell taking the most area after synthesis    sky130_fd_sc_hd__dfxtp_1
  Sequential-to-total area share from yosys stat    0.1094
  Cell Type Count    100
  Top-area cell type share of the netlist area    0.1094
  Top cells by count, synth    97 x sky130_fd_sc_hd__nand2_1, 95 x sky130_fd_sc_hd__a222oi_1, 94 x sky130_fd_sc_hd__clkbuf_1
  Area figure in the yosys stat output    11710 µm²
  Cell types occupying the most area after synthesis    sky130_fd_sc_hd__dfxtp_1 11%, sky130_fd_sc_hd__a222oi_1 8.1%, sky130_fd_sc_hd__a22oi_1 5.8%

Clock network
  TritonCTS buffer count    9
  Clk slew on worst S/H paths    70 ps
  H-tree levels    3
  Number of gates resized after CTS    0
  Clock latency on the worst-skew pair    350 ps
  Clock tree from TritonCTS    done
  Post-CTS Setup Repair Bufs    0
  Max Root-Sink Buffers    2
  CTS sink cnt    64
  Cts-stage hold buffer count    0
  Clock Tree Root    sky130_fd_sc_hd__clkbuf_16

Cells and area
  Share of final-layout standard cells stronger than drive strength 1    0.1250
  Layout filler cell count    2095
  Synth-to-layout area growth    10.29%
  Layout Cells excl Fill    1802
  Area of all placed cells without fillers    12910 µm²

Run
  Number of max-capacitance violations reported    0
  Number of warning messages in the logs    25

Outcome
  Outcome    complete, no violations

Worst hold path
  Class of the most critical hold timing path    reg2reg
[final cells by class]
cell class	count	area (µm²)	share of cell area
multi-input cells	1215	9495	0.7353
repair buffers	151	1294	0.1002
flip-flops and latches	64	1284	0.09941
well taps	313	391.6	0.03033
clock buffers	10	229.0	0.01773
inverters	42	157.7	0.01221
clock inverters	6	60.06	0.004651
diodes	1	2.502	0.0001938
[worst min-delay path by stage]
stage	endpoint	start	slack (ps)	depth (start not counted)
6_report	d_ff_p.Q[25]	d_ff_y.Q[15]	1170	3
5_1_grt	d_ff_p.Q[31]	d_ff_y.Q[15]	1200	3
4_1_cts	d_ff_p.Q[27]	d_ff_y.Q[15]	1150	3
[per-layer routing]
metal,up-vias,GRT usage,wire (µm)
li1,6143,-,-
met3,313,0.1739,8253
met1,6523,0.5825,19290
met2,1318,0.5931,20170
met4,4,0.1862,3031
met5,-,0,54
[worst register-to-register path: cells and delay by family (launching register included)]
kind / cells / cell delay (ps)
DFF: 1 / 310
AOI/OAI and AO/OA: 4 / 1050
buffers and inverters: 8 / 1120
xor gates and xnor gates: 2 / 770
adders and majority gates: 34 / 11540
and+or+nand+nor: 5 / 1380
[stage by stage]
| step | power, mW | setup slack, ps | utilization |
|---|---|---|---|
| 6_report | 0.8919 | 1843 | 0.5669 |
| 5_1_grt | 0.9450 | 1042 | 0.5668 |
| 4_1_cts | 0.8763 | 1896 | 0.5668 |
| 3_5_place_dp | 0.6854 | 1967 | 0.5541 |
| 3_3_place_gp | 0.6878 | 2139 | 0.5541 |
| 2_1_floorplan | 0.4979 | 2691 | - |
[cells in the final DEF (no fill, tap or decap), types with 12 or more instances in the layout]
| master | synthesis | routed |
|---|---|---|
| sky130_fd_sc_hd__nand3_1 | 70 | 70 |
| sky130_fd_sc_hd__dfxtp_1 | 64 | 62 |
| sky130_fd_sc_hd__and2_1 | 18 | 18 |
| sky130_fd_sc_hd__a21oi_1 | 59 | 55 |
| sky130_fd_sc_hd__or3_1 | 16 | 16 |
| sky130_fd_sc_hd__o2111ai_1 | 14 | 14 |
| sky130_fd_sc_hd__a21o_1 | 12 | 12 |
| sky130_fd_sc_hd__o221ai_1 | 27 | 27 |
| sky130_fd_sc_hd__xor2_1 | 20 | 19 |
| sky130_fd_sc_hd__nand2_1 | 97 | 97 |
| sky130_fd_sc_hd__a32oi_1 | 26 | 26 |
| sky130_fd_sc_hd__o31ai_1 | 12 | 12 |
| sky130_fd_sc_hd__nor2_1 | 60 | 60 |
| sky130_fd_sc_hd__o211ai_1 | 23 | 23 |
| sky130_fd_sc_hd__nor3_1 | 33 | 30 |
| sky130_fd_sc_hd__and3_1 | 15 | 15 |
| sky130_fd_sc_hd__o22ai_1 | 38 | 38 |
| sky130_fd_sc_hd__a222oi_1 | 95 | 95 |
| sky130_fd_sc_hd__inv_1 | 42 | 42 |
| sky130_fd_sc_hd__fa_1 | 30 | 30 |
| sky130_fd_sc_hd__buf_4 | 15 | 87 |
| sky130_fd_sc_hd__a211oi_1 | 19 | 18 |
| sky130_fd_sc_hd__xnor2_1 | 28 | 28 |
| sky130_fd_sc_hd__a221oi_1 | 37 | 37 |
| sky130_fd_sc_hd__clkdlybuf4s50_1 | 0 | 64 |
| sky130_fd_sc_hd__a22oi_1 | 91 | 91 |
| sky130_fd_sc_hd__nand4_1 | 24 | 24 |
| sky130_fd_sc_hd__ha_1 | 36 | 36 |
| sky130_fd_sc_hd__nand2b_1 | 22 | 22 |
| sky130_fd_sc_hd__o21ai_0 | 46 | 45 |
[flip-flops by register name, indices dropped and copies added (netlist names)]
signal    count
d_ff_p.Q     32
d_ff_x.Q     16
d_ff_y.Q     16
[logic make-up after synthesis]
| group | after synthesis | share of synthesized area |
|---|---|---|
| compound gates | 626 | 0.4279 |
| simple gates | 461 | 0.2323 |
| buf+inv | 234 | 0.08966 |
| fa+ha+maj | 66 | 0.08976 |
| flops | 64 | 0.1094 |
| xor+xnor | 53 | 0.04285 |
| mux | 9 | 0.008121 |
[power by group]
group | internal [mW] | switching (mW) | total, mW
logic | 0.219 | 0.298 | 0.517
clock network | 0.106 | 0.0775 | 0.184
registers | 0.175 | 0.0160 | 0.191
No activity file was given, so power comes from the tool's default toggle rates.
